==> design.v <==
`timescale 1 ns / 1 ns 
module mem ( data, addr, read, write ) ;
 inout [7:0] data  ;
 input [4:0] addr  ;
 input       read  ;
 input       write ; 
  reg [7:0] memory [0:31] ; 
  assign data=(read)?memory[addr]:8'hZ;
  always@(posedge write)
   begin
    memory[addr]<=data[7:0];
   end
endmodule 
==> run.sh <==
#!/bin/bash
# OpenROAD 26Q1-2900-gdf79404cd8, Yosys 0.63+post, stock flow scripts
make -C /OpenROAD-flow-scripts/flow DESIGN_CONFIG=/design/flow/config.mk WORK_HOME=/design/flow/orfs finish
==> config.mk <==
export PLATFORM = sky130hd
export DESIGN_NAME = mem
export DESIGN_NICKNAME = mem
export VERILOG_FILES = /design/flow/design.v
export SDC_FILE = /design/flow/constraint.sdc
export NUM_CORES = 4
export LEC_CHECK = 1
export CORE_UTILIZATION = 40
==> constraint.sdc <==
current_design mem

set clk_period 4.7
set clk_io_pct 0.2

create_clock -name clk0 -period $clk_period [get_ports {write}]

set non_clock_inputs [all_inputs -no_clocks]
set_input_delay [expr $clk_period * $clk_io_pct] -clock clk0 $non_clock_inputs
set_output_delay [expr $clk_period * $clk_io_pct] -clock clk0 [all_outputs]
==> metrics.yaml <==
run_status:
  status: "stopped before the end"
  haltStage: "clock tree synthesis (4_1_cts)"
  error: "[error] [KeplerFormal.cpp:679] Workflow failed: Iso has multiple drivers: .data0, _543_.Y0"
synthesis:
  ys_warn_count: 2
  ys_cells: 570
  syn_area_um2: 10060
  synth_area_per_cell_um2: 17.65
  yosys_area_um2: 10060
  synth_cell_types: 24
  synth_cells: 570
  ys_seq_share_pct: 76.40
  ys_seq_elements: 256
place:
  gp_congestion: 0.8916
  place_hpwl_um: 12640
  port_buffers: 5
  dpl.cell_count: 892
  pre_cts_ws_ns: 0.4261
  dpl_cell_area_um2: 10550
floorplan:
  fp_util_pct: 41.13
  row_count: 57
  die_x_um: 160.6
  die_h_um: 160.6
  io_pins: 15
clock_network:
  cts_hold_buf: 0
  numCtsBuffers: 25
  clkSinkCount: 256
  postCtsSetupRepairBufs: 0
  h-tree-depth: 1
  cts_buffer_depth: 3
  cts_root_buffer: "clkbuf_16"
  cts_resized: 0
kinds of logic after synthesis:
logic type	Yosys count	share of synthesized area, %
simple gates	85	4.899
mux	128	12.73
compound gates	64	4.041
flops	256	76.40
buf+inv	37	1.927
cell usage after synthesis (all sizes together):
library cell | number | area, um^2
buf | 27 | 156.4
or3 | 1 | 6.260
o22ai | 64 | 406.6
mux2i | 128 | 1281
or4 | 1 | 7.510
clkbuf | 10 | 37.54
edfxtp | 256 | 7687
nand4b | 4 | 35.03
or3b | 2 | 17.52
nand2 | 11 | 41.29
nand4 | 1 | 6.260
or4b | 4 | 43.79
nand3 | 1 | 5.000
or2 | 1 | 6.260
nor2 | 29 | 108.9
nor3 | 4 | 20.02
nor4 | 16 | 100.1
nand4bb | 6 | 67.56
nand3b | 2 | 15.01
nand2b | 2 | 12.51
per-stage QoR:
step           util, %  power, mW
2_1_floorplan        -      2.752
3_3_place_gp     43.13      2.989
3_5_place_dp     43.13      2.779
Power is estimated from default activity; no workload was simulated.
