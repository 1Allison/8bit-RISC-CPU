### run.sh
#!/bin/bash
# OpenROAD 26Q1-2900-gdf79404cd8, Yosys 0.63+post, stock flow scripts
make -C /OpenROAD-flow-scripts/flow DESIGN_CONFIG=/design/flow/config.mk WORK_HOME=/design/flow/orfs finish
### config.mk
export PLATFORM = sky130hd
export DESIGN_NAME = counter
export DESIGN_NICKNAME = counter
export VERILOG_FILES = /design/flow/design.v
export SDC_FILE = /design/flow/constraint.sdc
export NUM_CORES = 4
export LEC_CHECK = 1
export CORE_AREA = 10 10 70 70
export DIE_AREA = 0 0 80 80
### constraint.sdc
current_design counter

set clk_period 1.1
set clk_io_pct 0.2

create_clock -name clk0 -period $clk_period [get_ports {clk}]

set non_clock_inputs [all_inputs -no_clocks]
set_input_delay [expr $clk_period * $clk_io_pct] -clock clk0 $non_clock_inputs
set_output_delay [expr $clk_period * $clk_io_pct] -clock clk0 [all_outputs]
### design.v
`timescale 1 ns / 100 ps 
module counter ( cnt, clk, data, rst_, load ) ; 
output [4:0] cnt  ;
input  [4:0] data ;
input        clk  ;
input        rst_ ; 
input        load ; 
reg    [4:0] cnt  ; 
  always @ ( posedge clk or negedge rst_ )   
  	if ( !rst_ )      
 	  #1.2 cnt <= 0 ;     
	else       
	  if ( load )    
          cnt <= #3 data ;       
          else     
          cnt <= #4 cnt + 1 ; 
endmodule 
==> metrics.cfg <==
[status]
status = complete, but fails checks
violations = setup timing

[final_timing]
clock.fmax_mhz = 903
postLayoutSetupSlackWorst_ns = -0.00704
finalSetupViolations = 1
relSlewSlack_pct = 83.8
min_period_ns = 1.11
fin_crit_sh_pct = 101
slew_viol_final = 0
worst_pin_slew_ns = 0.242
hold_violations = 0
rsz0062_at_grt = true
fin_worst_skew_ns = 0.00372

[final_layout]
regMostFlops = cnt
top_regs = cnt (5)
drive_above_1_share_pct = 28.6
area_delta_synth_final_pct = 110
largest_register_ffs = 5
final_area_um2 = 494

[pwr]
power_density_mw_per_mm2 = 1310
vdd_drop_max_mv = 0.612
power.leakage_nw = 0.194
p_total_uw = 645

[synthesis]
netlist.area_leader.share_pct = 53.2
syn_avg_cell_area_um2 = 11.2
ys_area_um2 = 235
top_area_cell = dfrtp_1
ys_seq_share_pct = 53.2
yosys_warnings = 1
syn-cell-area_um2 = 235
synthTopCellsByArea = dfrtp_1 53%, xor2_1 7.4%, mux2_4 6.4%
ys_cells = 21
synthDistinctLibCells = 10
yosys_register_bits = 5
syn_inst = 21

[clock_tree]
clock_latency_ns = 0.25
cts_buffers = 3
clock-root-buffer = clkbuf_4
cts.path.max_buffers = 2
clkTransAtPathRegs_ns = 0.05
ctsHtreeMaxLevel = 1
cts_tree = yes
cts.sinks = 5

[drt]
drt_iter0_drc = 6
routedWlPerCell_um = 8.39
num_vias = 226
dr.pass1.iters = 3
drc = 0
diodes = 0
vias_per_cell = 2.57
antenna_left = 0
routed_wl_um = 738

[grt]
gr-total-overflow = 0
grt_start_max_net_pins = 9
grt_use_total_pct = 2.53
grt_pass1_vias = 286
antenna_found_initial = 0
grt_pass1_wl_um = 1250

[worst_setup_path]
r2r_end = cnt[1]
crit_type = reg2reg
startpoint = cnt[0]
cp_max_fo = 3
critPathArrivalTime_ns = 1.23
r2r_setup_slack_ns = -0.007
critical_path.endpoint_type = flip-flop
cp-start-kind = flip-flop
r2r-start = cnt[0]
ff2ff_path_depth = 3
crit_required_ns = 1.23

[placed_design]
post-dp-hpwl_um = 575
port_buffers = 12
dpl_cell_area_um2 = 424
place.gp.congestion = 0.703

[floorplanning]
core_area_mm2 = 0.00342
die-width_um = 80
row_count = 21
chipArea_mm2 = 0.00640
ioPinCount = 13
die_h_um = 80
fp_util_pct = 6.89

[min_path]
hold_path_class = in2async

[job]
warning_count = 27
maxCapViolCount = 0

==> per-stage QoR <==
stage / setup WS [ns] / utilization (%) / setup TNS [ns] / hold WS (ns) / std cells
2_1_floorplan: 0.0745 / - / 0 / -0.0756 / 21
3_3_place_gp: -0.0318 / 12.4 / -0.0318 / 0.457 / 81
3_5_place_dp: -0.0451 / 12.4 / -0.0475 / 0.463 / 81
4_1_cts: -0.0112 / 14.2 / -0.0155 / 0.200 / 88
5_1_grt: -0.0345 / 14.5 / -0.0536 / 0.204 / 88
6_report: -0.00704 / 14.5 / -0.00704 / 0.200 / 88
==> metal layers <==
layer,GRT usage [%],share of wire (%),up-vias
met5,0,0,-
met4,0.352,1.8,0
met3,2.39,13,2
met2,2.65,26,16
met1,3.55,59,95
li1,-,-,113
==> cells in the final DEF, fill, tap and decap left out, drive strengths merged <==
cell,instances
buf,6
clkbuf,4
clkdlybuf4s15,5
clkdlybuf4s50,7
dfrtp,5
ha,1
mux2,1
nand2,4
nand3,2
o21ai,4
xnor2,1
xor2,2
==> repair_timing <==
item                                    4_1_cts  5_1_grt
endpoints found under the setup margin        5        6
gates resized                                 8        5
hold endpoints to repair                      0        0
buffers inserted                              3        0
pin swaps                                     0        1
hold buffers                                  0        0
==> worst max-delay path, cell delays in order, from the launching register on <==
cell and delay, ns:
dfrtp_1 0.38, buf_6 0.13, ha_4 0.22, mux2_4 0.26
==> cell type report <==
cell class	count	area (um^2)
clock buffers	4	26.3
fillers	393	2920
multi-input cells	15	116
flip-flops and latches	5	125
well taps	46	57.6
repair buffers	18	169
==> power by group <==
part	leakage, nW	switching, mW	internal [mW]	total, mW
logic	0.120	0.0667	0.132	0.198
registers	0.0599	0.0162	0.211	0.227
clock network	0.0150	0.0821	0.138	0.220
total	0.194	0.165	0.480	0.645
==> worst max path at each step <==
stage and end:
4_1_cts cnt[0], 5_1_grt cnt[1], 6_report cnt[1]
==> logic make-up (layout without fill, tap and decap cells) <==
logic type | count (synthesis) | count (layout) | share of synthesized area, %
simple gates | 6 | 6 | 10.6
flops | 5 | 5 | 53.2
compound gates | 4 | 4 | 8.51
xor+xnor | 3 | 3 | 11.2
fa+ha+maj | 1 | 1 | 5.32
mux | 1 | 1 | 6.38
buf+inv | 1 | 22 | 4.79
==> synth_stat cells, drive strengths merged <==
cell type and n:
ha 1, xnor2 1, buf 1, xor2 2
nand2 4, mux2 1, dfrtp 5, nand3 2
o21ai 4
Power is estimated from default activity; no workload was simulated.
