==> flow/design.v <==
`timescale 1ns/100ps
 module alu(out,zero,opcode,data,accum);
 input [7:0] data,accum;
 input [2:0] opcode;
 output zero;
 output [7:0] out;
 reg [7:0] out;  
 reg zero; 
 parameter PASS0 = 3'b000,
           PASS1 = 3'b001,
             ADD   = 3'b010,
             AND   = 3'b011,
             XOR   = 3'b100,
             PASSD = 3'b101,
             PASS6 = 3'b110,
             PASS7 = 3'b111; 
 always@(opcode or data or accum)
 begin
  if(accum==8'b00000000)
	#1.2 zero=1;
  else
	#1.2 zero=0;
  case(opcode)
  PASS0:#3.5 out=accum;
  PASS1:#3.5 out=accum;
  ADD:#3.5 out=accum+data;
  AND:#3.5 out=accum&data;
  XOR:#3.5 out=accum^data;
  PASSD:#3.5 out=data;
  PASS6:#3.5 out=accum;
  PASS7:#3.5 out=accum;
  default:#3.5 out=8'bx;
endcase
 end
endmodule 
==> flow/run.sh <==
#!/bin/bash
# OpenROAD 26Q1-2900-gdf79404cd8, Yosys 0.63+post, stock flow scripts
make -C /OpenROAD-flow-scripts/flow DESIGN_CONFIG=/design/flow/config.mk WORK_HOME=/design/flow/orfs finish
==> flow/config.mk <==
export PLATFORM = sky130hd
export DESIGN_NAME = alu
export DESIGN_NICKNAME = alu
export VERILOG_FILES = /design/flow/design.v
export SDC_FILE = /design/flow/constraint.sdc
export NUM_CORES = 4
export LEC_CHECK = 1
export CORE_AREA = 10 10 70 70
export DIE_AREA = 0 0 80 80
==> flow/constraint.sdc <==
current_design alu

set clk_period 3.5
set clk_io_pct 0.2

create_clock -name clk0 -period $clk_period

set non_clock_inputs [all_inputs -no_clocks]
set_input_delay [expr $clk_period * $clk_io_pct] -clock clk0 $non_clock_inputs
set_output_delay [expr $clk_period * $clk_io_pct] -clock clk0 [all_outputs]
==> run summary <==
Entry: Yosys synthesis followed by OpenROAD place and route.

Global routing:
- The run gives the initial antenna violation count as 0.
- The via count of the first global-routing pass is between 900 and 1000.
- Overall routing resource usage recorded by global route was 0.0784.
- Entering global routing, the biggest net connects 35 pins.
- The first global-routing pass estimated between 4 and 5 mm of wire.
- The run gives the remaining global-route overflow as 0.

Hold path:
- The run gives the hold path startpoint as accum[1].
- STA reports the tightest min-delay check as being of type in2out.
- The report gives the cell count of the worst hold path as 4.
- The endpoint of the worst hold path is reported as zero.

Drt:
- The run gives the number of nets still failing antenna checks after routing as 0.
- The run puts the average wire length per cell after detail routing at approximately 14 µm.
- The run gives the final wirelength as between 2 and 3 mm.
- The run gives the violation count after the first detailed-route iteration as 37.
- The run puts the number of iterations in the first detailed-routing pass at 4.
- The run puts the routed via count divided by cell count at roughly 5.
- The run puts the antenna diode instance count at 0.
- The run puts the DRC violations left at 0.
- The run gives the total via count after detailed routing as 1024.

Logic synthesis:
- The run puts the chip area in the Yosys report at 830 µm².
- The run gives the fraction of the yosys area taken by sequential cells as 0.
- Counting the warning lines in the Yosys log gives 1.
- By count the netlist is led by 15 x sky130_fd_sc_hd__nand2_1, 9 x sky130_fd_sc_hd__mux2i_1, 8 x sky130_fd_sc_hd__ha_1, 7 x sky130_fd_sc_hd__nor3b_1.
- sky130_fd_sc_hd__ha_1 takes more of the synthesized area than any other cell.
- In this run the cell area of the synthesized design comes to slightly above 800 µm².
- The run gives the mean area per synthesized cell as 7.41 µm².
- The synthesized netlist was found by Yosys to have 112 cells.
- For reference, the top cells by area after synthesis are sky130_fd_sc_hd__ha_1 12%, sky130_fd_sc_hd__mux2i_1 11%, sky130_fd_sc_hd__nand2_1 6.8%, sky130_fd_sc_hd__nor3b_1 6.3%, sky130_fd_sc_hd__a211oi_1 5.4%.
- The run puts the number of unique standard cell types used by synthesis at 36.
- The run gives the dominant cell by count in the synthesized netlist as sky130_fd_sc_hd__nand2_1.
- The area fraction of the largest cell type after synthesis is 0.121.
- The run gives the synthesized netlist cell count as 112.

Timing:
- Headroom to the max-slew limit came out at 0.796.
- The run puts the total count of hold-check failures in the final report at 0.
- The run gives the fmax as between 0.2 and 0.3 GHz.
- The run puts the total negative slack for setup checks at 0 ps.
- The run gives the total setup violations reported at the end of the flow as 0.
- The run puts the clock period minus final worst setup slack at 3380 ps.
- Max-slew check failures listed in the final report amount to 0.
- Setup repair after global routing left no endpoint under its margin.
- The run gives the post-layout period usage of the worst path as 0.966.
- The run puts the final-layout worst hold slack at 2180 ps.
- At the pin with the least slew margin, the transition time is 304 ps.

Worst setup path:
- The run puts the worst path required time at 2800 ps.
- The run gives the kind of capture point of the worst setup path as an output pin.
- For reference, the most critical setup path is categorized as in2out.
- The worst setup path is launched from an input port.
- The run puts the arrival time of the worst setup path at 2680 ps.
- The run puts the largest fanout on the critical path at 4.

Die:
- In this run the standard cell core region covers 3420 µm².
- The run puts the area of the die at 6400 µm².
- The run puts the site row count at 21.
- The run puts the horizontal die size at 80 µm.
- The run puts the initial standard-cell utilization of the core at 0.243.
- The run puts the number of ports placed on the die boundary at 28.
- The run gives the height of the die as 80 µm.

Final layout:
- The run gives the flop count as 0.
- Across the whole layout, storage elements account for 0 µm².
- The run puts the synthesis-to-layout area growth at 62.6%.
- The run gives the final cell area excluding filler cells as roughly 1300 µm².
- Per the layout report, the design carries 359 filler cells.
- The run puts the number of clock-tree buffers in the layout at 0.
- The run puts the ratio of cells with drive above 1 in the final layout at 0.229.
- The run puts the combinational gate area at roughly 840 µm².

Power:
- The worst VDD IR drop from the latest analysis is 0.0619 mV.
- Summed over all cells, the static leakage comes to 0.573 nW.
- The run gives the power per unit of standard cell area as 139 nW/µm².

CTS:
- Per the repair_timing log after CTS, setup buffers inserted total 0.
- The run gives the count of hold-fix buffers inserted at cts as 0.

Place:
- The run puts the cell area reported after detailed placement at 1270 µm².
- The run gives the count of buffers inserted at the top-level ports as 28.
- The run gives the detailed placer's ending HPWL as approximately 2.2 mm.
- The run gives the final weighted congestion in routability-driven placement as approximately 0.89.

Outcome:
- The run finished with clean final reports.

Job:
- In this run the tools logged warnings totalling 32.
- The run puts the max-cap violation count at 0.
==> critical path, stage by stage <==
cell,delay (ps)
sky130_fd_sc_hd__clkdlybuf4s50_1,520
sky130_fd_sc_hd__ha_1,260
sky130_fd_sc_hd__mux2_1,280
sky130_fd_sc_hd__o211a_1,210
sky130_fd_sc_hd__a311oi_2,180
sky130_fd_sc_hd__nand3_1,110
sky130_fd_sc_hd__clkdlybuf4s50_1,420
==> power breakdown <==
part | total [mW] | internal (mW) | switching (mW)
clock | 0 | 0 | 0
combinational | 0.187 | 0.107 | 0.0800
sequential | 0 | 0 | 0
==> how the worst max path moves through the flow <==
stage         to  depth (start not counted)  slack [ps]     start
5_1_grt   out[7]                          7           4  accum[7]
6_report  out[7]                          7         120  accum[7]
4_1_cts   out[5]                          7           4  accum[1]
==> cells by family (layout without fill, tap and decap cells) <==
logic type | count (synthesis) | count (layout) | share of synthesized area
compound gates | 41 | 41 | 0.350
xor+xnor | 2 | 2 | 0.0211
fa+ha+maj | 9 | 9 | 0.145
buf+inv | 9 | 50 | 0.0709
mux | 10 | 10 | 0.122
simple gates | 41 | 41 | 0.291
==> layout make-up <==
| type | instances | area share |
|---|---|---|
| inverter | 1 | 0.00278 |
| tap | 46 | 0.0427 |
| timing repair buffer | 49 | 0.332 |
| multi-input combinational | 103 | 0.622 |
==> timing repair <==
item                                    4_1_cts  5_1_grt
hold endpoints to repair                      0        0
pin swaps                                     0        4
endpoints found under the setup margin        4        7
resized                                       3       17
==> stage by stage <==
step	setup WS [ps]	utilization	power, mW	cells
4_1_cts	3.91	0.374	0.176	199
5_1_grt	4.00	0.395	0.205	199
2_1_floorplan	926	-	0.0884	112
6_report	118	0.395	0.187	199
3_5_place_dp	-54.4	0.372	0.173	199
3_3_place_gp	-73.0	0.372	0.171	199
==> routing by layer <==
layer | vias up | global-route usage | share of wire
met5 | - | 0 | 0
met1 | 480 | 0.114 | 0.53
met3 | 0 | 0.00682 | 0.030
li1 | 525 | - | -
met4 | 0 | 0 | 0
met2 | 19 | 0.129 | 0.44
==> cell usage in the layout (no fill, tap or decap), types with 2 or more instances in the layout <==
master and count:
sky130_fd_sc_hd__mux2i_1 9, sky130_fd_sc_hd__ha_4 2, sky130_fd_sc_hd__o21ai_0 5, sky130_fd_sc_hd__o22ai_1 2
sky130_fd_sc_hd__a21o_1 2, sky130_fd_sc_hd__nor4b_2 2, sky130_fd_sc_hd__a311o_1 2, sky130_fd_sc_hd__nand2b_1 3
sky130_fd_sc_hd__nand2_1 15, sky130_fd_sc_hd__o211a_1 3, sky130_fd_sc_hd__nor2_1 2, sky130_fd_sc_hd__o211ai_1 3
sky130_fd_sc_hd__dlymetal6s2s_1 4, sky130_fd_sc_hd__buf_4 21, sky130_fd_sc_hd__nor2b_1 3, sky130_fd_sc_hd__xor2_1 2
sky130_fd_sc_hd__a21oi_1 5, sky130_fd_sc_hd__or4_1 2, sky130_fd_sc_hd__nor3b_1 6, sky130_fd_sc_hd__a211oi_1 3
sky130_fd_sc_hd__a211oi_2 3, sky130_fd_sc_hd__clkdlybuf4s50_1 24, sky130_fd_sc_hd__ha_1 5, sky130_fd_sc_hd__o21ai_1 4
sky130_fd_sc_hd__nand3_1 4
Power and IR drop assume default switching activity.
